$ cat design/flow/config.mk
export PLATFORM = sky130hd
export DESIGN_NAME = asyn_bridge_top
export DESIGN_NICKNAME = asyn_bridge_top
export VERILOG_FILES = /design/flow/design.v
export SDC_FILE = /design/flow/constraint.sdc
export NUM_CORES = 4
export LEC_CHECK = 1
export CORE_UTILIZATION = 30
$ cat design/flow/constraint.sdc
current_design asyn_bridge_top

set clk_period 2.5
set clk_io_pct 0.2

create_clock -name clk0 -period $clk_period [get_ports {a_pclk}]
create_clock -name clk1 -period $clk_period [get_ports {b_pclk}]

set non_clock_inputs [all_inputs -no_clocks]
set_input_delay [expr $clk_period * $clk_io_pct] -clock clk0 $non_clock_inputs
set_output_delay [expr $clk_period * $clk_io_pct] -clock clk0 [all_outputs]
$ cat design/flow/design.v
module asyn_bridge_top #(
    parameter ADDR_WD = 32,
    parameter DATA_WD = 32,
    parameter STRB_WD = 4,
    parameter PROT_WD = 3
)(
    input                  a_pclk,
    input                  a_prst_n,
    input                  a_psel,
    input                  a_penable,
    input                  a_pwrite,
    input  [ADDR_WD-1 : 0] a_paddr,
    input  [DATA_WD-1 : 0] a_pwdata,
    input  [PROT_WD-1 : 0] a_pprot,
    input  [STRB_WD-1 : 0] a_pstrb,
    output [DATA_WD-1 : 0] a_prdata,
    output                 a_pready,
    input                  b_pclk,
    input                  b_prst_n,
    output                 b_psel,
    output                 b_penable,
    output                 b_pwrite,
    output [ADDR_WD-1 : 0] b_paddr,
    output [DATA_WD-1 : 0] b_pwdata,
    output [PROT_WD-1 : 0] b_pprot,
    output [STRB_WD-1 : 0] b_pstrb,
    input  [DATA_WD-1 : 0] b_prdata,
    input                  b_pready                   
);
wire                 a_apb_req;
wire                 write;
wire [ADDR_WD-1 : 0] addr;
wire [DATA_WD-1 : 0] wdata;
wire [PROT_WD-1 : 0] prot;
wire [STRB_WD-1 : 0] strb;
wire                 b_ready_req;
wire [DATA_WD-1 : 0] rdata;
high_frequency_apb #(
    .ADDR_WD(ADDR_WD),
    .DATA_WD(DATA_WD),
    .STRB_WD(STRB_WD),
    .PROT_WD(PROT_WD)
)  high_frequency(
    .a_pclk(a_pclk),
    .a_prst_n(a_prst_n),
    .a_psel(a_psel),
    .a_penable(a_penable),
    .a_pwrite(a_pwrite),
    .a_paddr(a_paddr),
    .a_pwdata(a_pwdata),
    .a_pprot(a_pprot),
    .a_pstrb(a_pstrb),
    .a_prdata(a_prdata),
    .a_pready(a_pready),
    .a_apb_req(a_apb_req),
    .write(write),
    .addr(addr),
    .wdata(wdata),
    .prot(prot),
    .strb(strb),
    .b_ready_req(b_ready_req),
    .rdata(rdata)
);
low_frequency_apb #(
    .ADDR_WD(ADDR_WD),
    .DATA_WD(DATA_WD),
    .STRB_WD(STRB_WD),
    .PROT_WD(PROT_WD)
) low_frequency(
    .b_pclk(b_pclk),
    .b_prst_n(b_prst_n),
    .b_psel(b_psel),
    .b_penable(b_penable),
    .b_pwrite(b_pwrite),
    .b_paddr(b_paddr),
    .b_pwdata(b_pwdata),
    .b_pprot(b_pprot),
    .b_pstrb(b_pstrb),
    .b_prdata(b_prdata),
    .b_pready(b_pready),
    .a_apb_req(a_apb_req),
    .write(write),
    .addr(addr),
    .wdata(wdata),
    .prot(prot),
    .strb(strb),
    .b_ready_req(b_ready_req),
    .rdata(rdata)
);
endmodule
module high_frequency_apb #(
    parameter ADDR_WD = 32,
    parameter DATA_WD = 32,
    parameter STRB_WD = 4,
    parameter PROT_WD = 3
)(
    input                  a_pclk,
    input                  a_prst_n,
    input                  a_psel,
    input                  a_penable,
    input                  a_pwrite,
    input  [ADDR_WD-1 : 0] a_paddr,
    input  [DATA_WD-1 : 0] a_pwdata,
    input  [PROT_WD-1 : 0] a_pprot,
    input  [STRB_WD-1 : 0] a_pstrb,
    output [DATA_WD-1 : 0] a_prdata,
    output                 a_pready,
    output                 a_apb_req,
    output                 write,
    output [ADDR_WD-1 : 0] addr,
    output [DATA_WD-1 : 0] wdata,
    output [PROT_WD-1 : 0] prot,
    output [STRB_WD-1 : 0] strb,
    input                  b_ready_req,
    input  [DATA_WD-1 : 0] rdata                   
);
reg                 a_pwrite_r;
reg [ADDR_WD-1 : 0] a_paddr_r;
reg [DATA_WD-1 : 0] a_pwdata_r;
reg [PROT_WD-1 : 0] a_pprot_r;
reg [STRB_WD-1 : 0] a_pstrb_r;
reg [DATA_WD-1 : 0] a_prdata_r;
reg                 a_pready_r;
reg                 a_apb_req_r;
reg q1_r, q2_r, q3_r;
wire b2a_ready_req_edge;
always @(posedge a_pclk or negedge a_prst_n) begin
    if (!a_prst_n) begin
        {q1_r, q2_r, q3_r} <= 'b0;
    end
    else begin
        {q1_r, q2_r, q3_r} <= {b_ready_req, q1_r, q2_r};
    end
end
assign b2a_ready_req_edge = q2_r ^ q3_r;
always @(posedge a_pclk or negedge a_prst_n) begin
    if (!a_prst_n) begin
        a_apb_req_r <= 1'b0;
        a_pready_r  <= 1'b1;
    end
    else begin
        if (a_psel && !a_penable) begin
            a_apb_req_r <= !a_apb_req_r;
            a_pready_r  <= 1'b0;
            a_pwrite_r  <= a_pwrite;
            a_pwdata_r  <= a_pwdata;
            a_paddr_r   <= a_paddr;
            a_pprot_r   <= a_pprot;
            a_pstrb_r   <= a_pstrb;
        end
        else if (b2a_ready_req_edge) begin
            a_pready_r  <= 1'b1;
        end
    end
end
always @(posedge a_pclk) begin
    if (a_penable && a_pready) begin   
        a_prdata_r <= rdata;
    end
end
assign a_apb_req = a_apb_req_r;
assign write     = a_pwrite_r;
assign addr      = a_paddr_r;
assign wdata     = a_pwdata_r;
assign prot      = a_pprot_r;
assign strb      = a_pstrb;
assign a_pready  = a_pready_r;
assign a_prdata  = a_prdata_r;
endmodule
module low_frequency_apb #(
    parameter ADDR_WD = 32,
    parameter DATA_WD = 32,
    parameter STRB_WD = 4,
    parameter PROT_WD = 3
)(
    input                  b_pclk,
    input                  b_prst_n,
    output                 b_psel,
    output                 b_penable,
    output                 b_pwrite,
    output [ADDR_WD-1 : 0] b_paddr,
    output [DATA_WD-1 : 0] b_pwdata,
    output [PROT_WD-1 : 0] b_pprot,
    output [STRB_WD-1 : 0] b_pstrb,
    input  [DATA_WD-1 : 0] b_prdata,
    input                  b_pready,
    input                  a_apb_req,
    input                  write,
    input  [ADDR_WD-1 : 0] addr,
    input  [DATA_WD-1 : 0] wdata,
    input  [PROT_WD-1 : 0] prot,
    input  [STRB_WD-1 : 0] strb,
    output                 b_ready_req,
    output [DATA_WD-1 : 0] rdata                   
);
reg b_psel_r;
reg b_penable_r;
reg b_ready_req_r;
reg                 b_pwrite_r;
reg [ADDR_WD-1 : 0] b_paddr_r;
reg [DATA_WD-1 : 0] b_pwdata_r;
reg [PROT_WD-1 : 0] b_pprot_r;
reg [STRB_WD-1 : 0] b_pstrb_r;
reg [DATA_WD-1 : 0] rdata_r;
reg q1_r, q2_r, q3_r;
wire a2b_apb_req_edge;
wire b_pfire = b_penable && b_pready;
always @(posedge b_pclk or negedge b_prst_n) begin
    if (!b_prst_n) begin
        {q1_r, q2_r, q3_r} <= 'b0;
    end
    else begin
        {q1_r, q2_r, q3_r} <= {a_apb_req, q1_r, q2_r};
    end
end
assign a2b_apb_req_edge = q2_r ^ q3_r;
always @(posedge b_pclk or negedge b_prst_n) begin
    if (!b_prst_n) begin
        b_psel_r <= 1'b0;
    end
    else begin 
        if (a2b_apb_req_edge) begin
            b_psel_r <= 1'b1;
        end     
        else if (b_pfire) begin
            b_psel_r <= 1'b0;
        end
    end
end
always @(posedge b_pclk or negedge b_prst_n) begin
    if (!b_prst_n) begin
        b_penable_r   <= 1'b0;
        b_ready_req_r <= 1'b0;
    end
    else begin
        if (b_psel) begin
            b_penable_r   <= 1'b1;
        end
        if (b_pfire) begin
            b_penable_r   <= 1'b0;
            b_ready_req_r <= ~b_ready_req_r;
        end
    end
end
always @(posedge b_pclk) begin
    if (a2b_apb_req_edge) begin
        b_pwrite_r <= write; 
        b_pwdata_r <= wdata; 
        b_paddr_r  <= addr;
        b_pprot_r  <= prot;
        b_pstrb_r  <= strb;
    end
    if (!b_pwrite && b_pfire) begin
        rdata_r    <= b_prdata;
    end
end
assign b_psel      = b_psel_r;
assign b_penable   = b_penable_r;
assign b_ready_req = b_ready_req_r;
assign b_pwrite    = b_pwrite_r;
assign b_pwdata    = b_pwdata_r;
assign b_paddr     = b_paddr_r;
assign b_pprot     = b_pprot_r;
assign b_pstrb     = b_pstrb_r;
assign rdata       = rdata_r;
endmodule
$ cat design/flow/run.sh
#!/bin/bash
# OpenROAD 26Q1-2900-gdf79404cd8, Yosys 0.63+post, stock flow scripts
make -C /OpenROAD-flow-scripts/flow DESIGN_CONFIG=/design/flow/config.mk WORK_HOME=/design/flow/orfs finish
==> flow_metrics.env <==
# physical design summary
export IMPL_outcome="finished, final reports clean"
export IMPL_antenna_cells=0
export IMPL_switching_share_pct=22.0
export IMPL_path_cells="clkdlybuf4s50_1"
export IMPL_ys_seq_share_pct=98.7
export IMPL_drtPass1Iterations=4
export IMPL_start_kind="flip-flop"
export IMPL_slew_viol_final=0
export IMPL_grt_overflow=0
export IMPL_slowest_stage="dfstp_2"
export IMPL_io_pins=218
export IMPL_drive_above_1_share_pct=8.32
export IMPL_cts_setup_buffers=0
export IMPL_pwr_density_cell_mw_per_mm2=1110
export IMPL_ys_cells=228
export IMPL_worst_slew_pin_slew_ps=529
export IMPL_grt_pass1_wl_um=17100
export IMPL_p_leak_uw=0.00329
export IMPL_sequentialPowerShare_pct=51.5
export IMPL_fp_utilization_pct=30.8
export IMPL_drcViolationCount=0
export IMPL_cap_violations=0
export IMPL_crit_family="flip-flops"
export IMPL_vias=2986
export IMPL_die_y_um=149
export IMPL_cts_reportedPaths_clkPinSlew_ps=70
export IMPL_critPathArrivalTime_ps=1340
export IMPL_dr_first_iter_drc_count=118
export IMPL_syn_inst=228
export IMPL_topCellsByArea="edfxtp_1, dfrtp_1, dfstp_2, xnor2_1, xor2_1"
export IMPL_syn_area_sq_mm=0.00649
export IMPL_crit_type="flip-flop to output port"
export IMPL_fin_area_sq_mm=0.00973
export IMPL_finalClockSkew_ps=7.24
export IMPL_num_rows=53
export IMPL_postPlaceCellArea_sq_mm=0.00909
export IMPL_hp_class="flip-flop to flip-flop"
export IMPL_clkSinkCount=215
export IMPL_slowest_delay_ps=540
export IMPL_layout_area_overhead_vs_synth_pct=49.9
export IMPL_rsz0062_at_grt="false"
export IMPL_cp_required_ps=2000
export IMPL_wl_per_cell_um=15.4
export IMPL_power_frac_clock_pct=28.3
export IMPL_p_switching_uw=2380
export IMPL_crit_buf_inv=1
export IMPL_grt_max_degree=41
export IMPL_p_int_uw=8420
export IMPL_io_buffers=216
export IMPL_routed_wl_um=11700
export IMPL_place_congestion=0.752
export IMPL_ir_drop_uv=566
export IMPL_drtAntennaViolNets=0
export IMPL_ys_warn_count=2
export IMPL_finalHoldViolCount=0
export IMPL_synth_top_area_share_pct=94.4
export IMPL_grt_pass1_vias=3194
export IMPL_core_area_sq_mm=0.0211
export IMPL_finalSetupViolCount=0
export IMPL_critPathMaxFanout=3
export IMPL_ys_ff=215
export IMPL_hold_buffers=0
export IMPL_dieWidth_um=149
export IMPL_grt_usage_pct=11.3
export IMPL_place_hpwl_um=8140
export IMPL_chipArea_sq_mm=0.0222
export IMPL_cts_tree="yes"
export IMPL_log_warning_count=26
export IMPL_viasPerCell=3.95
export IMPL_syn_area_per_cell_sq_um=28.5
export IMPL_cts_resized=0
export IMPL_num_fill_cells=1743
export IMPL_ys_chip_area_sq_mm=0.00649
export IMPL_timing_setup_tns_ps=0
export IMPL_endpoint_kind="output port"
export IMPL_post_synth_num_cell_types=13
export IMPL_antenna_found_initial=1
export IMPL_p_comb_share_pct=20.3
export IMPL_relSlewSlack_pct=64.8
export IMPL_largest_area_cell="edfxtp_1"
==> cells in the mapped netlist <==
master	instances
dfrtp_1	10
inv_1	1
a21o_1	1
xnor2_1	2
o21a_1	1
a21oi_1	1
xor2_1	2
dfstp_2	1
nor2_1	1
and2_1	2
edfxtp_1	204
nand2_1	1
nor2b_2	1
==> logic make-up (layout without fill, tap and decap cells) <==
kind of cell	after synthesis	in the layout	share of synthesized area (%)
DFF	215	215	98.7
and+or+nand+nor	5	5	0.443
xor gates and xnor gates	4	4	0.540
AOI/OAI and AO/OA	3	3	0.308
buffers and inverters	1	254	0.0578
==> power groups by stage <==
stage	Sequential (uW)	Combinational (uW)	Clock (uW)
4_1_cts	5580	2260	3180
5_1_grt	5670	2420	3310
6_report	5560	2190	3050
==> final timing paths <==
check | start | to | slack [ps] | cells after the start
min in group clk0 | high_frequency.q1_r | high_frequency.q2_r | 360 | 0
setup / recovery | high_frequency.a_pready_r | a_pready | 660 | 1
setup reg to reg | low_frequency.q3_r | low_frequency.b_paddr_r[19] | 1040 | 2
max in group asynchronous | a_prst_n | high_frequency.a_pready_r | 1860 | 1
hold reg to reg | low_frequency.q1_r | low_frequency.q2_r | 350 | 0
min in group asynchronous | a_prst_n | high_frequency.a_apb_req_r | 380 | 1
max in group clk1 | b_pready | low_frequency.rdata_r[1] | 950 | 4
hold / removal | low_frequency.q1_r | low_frequency.q2_r | 350 | 0
==> state kept, by name, indices dropped and copies added (netlist names), 3 cells and up <==
register	cells
low_frequency.b_pstrb_r	4
high_frequency.a_paddr_r	32
low_frequency.rdata_r	32
low_frequency.b_pwdata_r	32
high_frequency.a_pwdata_r	32
low_frequency.b_paddr_r	32
high_frequency.a_pprot_r	3
low_frequency.b_pprot_r	3
high_frequency.a_prdata_r	32
==> placed cells by master (no fill, tap or decap), types with 2 or more instances in the layout <==
master,count
clkinv_4,2
xnor2_1,2
edfxtp_1,204
buf_12,2
inv_6,4
clkdlybuf4s50_1,216
clkbuf_16,18
dfrtp_1,10
buf_4,4
clkbuf_1,2
bufinv_16,4
==> cell type report <==
cell class	instances	area [sq um]	share of cell area, %
Clock buffer	20	458	4.71
Clock inverter	11	180	1.85
Inverter	1	3.75	0.0386
Multi-Input combinational cell	12	108	1.11
Sequential cell	215	6400	65.8
Tap cell	275	344	3.54
Timing Repair Buffer	222	2230	22.9
==> layer usage <==
metal	vias up	global-route usage [%]	share of wire, %
li1	1388	-	-
met3	22	9.61	19
met4	2	2.30	2.5
met1	1368	15.2	38
met2	206	14.7	41
met5	-	0	0.069
==> per-stage QoR <==
stage	util (%)	power [uW]	std cells	hold slack [ps]	setup slack (ps)
final	46.1	10800	756	349	663
after global routing	46.1	11400	756	362	601
after CTS	46.1	11000	756	353	635
after detailed placement	43.1	7900	725	337	430
after global placement	43.1	7870	725	336	466
after floorplan	-	5930	228	204	118
Power is estimated from default activity; no workload was simulated.
